### design.v
`timescale 1ns/1ps
module compressor42_vec (
    input  wire [63:0] a,
    input  wire [63:0] b,
    input  wire [63:0] c,
    input  wire [63:0] d,
    input  wire             cin_chain,    
    output wire [63:0] sum,          
    output wire [63:0] carry         
);
    wire [63:0] c1;
    wire [63:0] c2;
    wire [63:0] s1;
    wire [63:0] cout;
    genvar i;
    generate
        for (i = 0; i < 64; i = i + 1) begin
            wire cin_i ; 
	if (i == 0) begin
      		assign cin_i = cin_chain;
	 end
    	else begin
      		assign cin_i = cout[i-1];
	 end
            assign s1[i]  = a[i] ^ b[i] ^ c[i];
            assign cout[i]  = (a[i] & b[i]) | (a[i] & c[i]) | (b[i] & c[i]);
            assign sum[i] = s1[i] ^ d[i] ^ cin_i;
            assign carry[i]  = (s1[i] & d[i]) | (s1[i] & cin_i) | (d[i] & cin_i);
        end
    endgenerate
endmodule
module compressor32_vec (
    input  wire [63:0] a,
    input  wire [63:0] b,
    input  wire [63:0] c,
    output wire [63:0] sum,          
    output wire [63:0] carry         
);
    genvar i;
    generate
        for (i = 0; i < 64; i = i + 1) begin
            assign sum[i]  = a[i] ^ b[i] ^ c[i];
            assign carry[i]  = (a[i] & b[i]) | (a[i] & c[i]) | (b[i] & c[i]);
        end
    endgenerate
endmodule
module pp_tree16x64 (
    input  wire [63:0] P0,  input wire [63:0] P1,
    input  wire [63:0] P2,  input wire [63:0] P3,
    input  wire [63:0] P4,  input wire [63:0] P5,
    input  wire [63:0] P6,  input wire [63:0] P7,
    input  wire [63:0] P8,  input wire [63:0] P9,
    input  wire [63:0] P10, input wire [63:0] P11,
    input  wire [63:0] P12, input wire [63:0] P13,
    input  wire [63:0] P14, input wire [63:0] P15,
    input  wire [63:0] P16,
    output wire [63:0] SUM,      
    output wire [63:0] CARRY 
);
    wire [63:0] c0, c1, c2, c3, c4, c5, c6, s0, s1, s2, s3, s4, s5, s6;
    wire [63:0] cl0;
    wire [63:0] cl1;
    wire [63:0] cl2;
    wire [63:0] cl3;
    compressor42_vec S1_0 (
        .a(P0), .b(P1), .c(P2), .d(P3),
        .cin_chain(1'b0),
        .sum(s0), .carry(c0)
    );
    compressor42_vec S1_1 (
        .a(P4), .b(P5), .c(P6), .d(P7),
        .cin_chain(1'b0),
        .sum(s1), .carry(c1)
    );
    compressor42_vec S1_2 (
        .a(P8),  .b(P9),  .c(P10), .d(P11),
        .cin_chain(1'b0),
        .sum(s2), .carry(c2)
    );
    compressor42_vec S1_3 (
        .a(P12), .b(P13), .c(P14), .d(P15),
        .cin_chain(1'b0),
        .sum(s3), .carry(c3)
    );
    wire [63:0] cl4;
    wire [63:0] cl5;
    assign cl0 = (c0 << 1);
    assign cl1 = (c1 << 1);
    compressor42_vec S2_L (
        .a(s0), .b(cl0), .c(s1), .d(cl1),
        .cin_chain(1'b0),
        .sum(s4), .carry(c4)
    );
    assign cl2 = (c2 << 1);
    assign cl3 = (c3 << 1);
    compressor42_vec S2_R (
        .a(s2), .b(cl2), .c(s3), .d(cl3),
        .cin_chain(1'b0),
        .sum(s5), .carry(c5)
    );
    wire [63:0] cl6;
    assign cl4 = (c4 << 1);
    assign cl5 = (c5 << 1);
    compressor42_vec S3_FINAL (
        .a(s4), .b(cl4), .c(s5), .d(cl5),
        .cin_chain(1'b0),
        .sum(s6), .carry(c6)
    );
    assign cl6 = (c6 << 1);
    compressor32_vec S4_FINAL (
        .a(s6), .b(cl6), .c(P16),
        .sum(SUM), .carry(CARRY)
    );
endmodule
### config.mk
export PLATFORM = sky130hd
export DESIGN_NAME = pp_tree16x64
export DESIGN_NICKNAME = pp_tree16x64
export VERILOG_FILES = /design/flow/design.v
export SDC_FILE = /design/flow/constraint.sdc
export NUM_CORES = 4
export LEC_CHECK = 1
export CORE_AREA = 10 10 480 480
export DIE_AREA = 0 0 490 490
### constraint.sdc
current_design pp_tree16x64

set clk_period 7.7
set clk_io_pct 0.2

create_clock -name clk0 -period $clk_period

set non_clock_inputs [all_inputs -no_clocks]
set_input_delay [expr $clk_period * $clk_io_pct] -clock clk0 $non_clock_inputs
set_output_delay [expr $clk_period * $clk_io_pct] -clock clk0 [all_outputs]
### run.sh
#!/bin/bash
# OpenROAD 26Q1-2900-gdf79404cd8, Yosys 0.63+post, stock flow scripts
make -C /OpenROAD-flow-scripts/flow DESIGN_CONFIG=/design/flow/config.mk WORK_HOME=/design/flow/orfs finish
==> flow_summary_export.csv <==
group,metric,value,unit
status,status,"completed",
synth,syn_area,23700,um2
flow_run,maxCapViolations,0,
synth,ys_area,23700,um2
worst_setup_path,cp.arrival,6.10,ns
worst_setup_path,worstPathMaxFanout,1,
global_routing,antenna_found_initial,153,
die,die_w,490,um
layout,seq_area,0,um2
routing,first_pass_iters,4,
hold_path,hp-class,"in2out",
synth,top_cell,"inv_1",
layout,drive_above_1_share,15.0,%
global_routing,grt_max_degree,2,
worst_setup_path,crit_required,6.16,ns
power_and_ir_drop,p_leak,20.1,nW
timing,fin_hold_ws,3.88,ns
synth,area_leaders,"fa_1 (79%), inv_1 (19%), xnor2_1 (0.67%), ha_1 (0.58%), xnor3_1 (0.29%)",
worst_setup_path,worst_path_largest_cell_delay,0.58,ns
power_and_ir_drop,seqPwrFrac,0,%
die,die_y,490,um
synth,synth_area_per_cell,10.8,um2
power_and_ir_drop,net-switching-power,13.3,mW
routing,num_vias,18562,
global_routing,grt_use_total,12.2,%
timing,finalSetupViolCount,0,
routing,remaining_drc_errors,0,
routing,wl,143,mm
die,die_area,240000,um2
worst_setup_path,cpMostUsedCell,"fa_1",
routing,drtIter0Drc,342,
synth,ys_warn_count,0,
synth,yosys-top-cells-count,"inv_1 (1229), fa_1 (932), xnor2_1 (18)",
placed_design,place_congestion,1.00,
worst_setup_path,startpoint_type,"input pin",
placed_design,port_buffers,1216,
layout,n_clock_buffer,0,
power_and_ir_drop,p_sw_share,51.2,%
placed_design,place_ws,-1.61,ns
routing,wire_per_inst,22.0,um
layout,final_area,40800,um2
layout,fillCellCount,24213,
flow_run,warnings,34,
synth,largest_area_cell,"fa_1",
placed_design,placed_area,40400,um2
worst_setup_path,crit_chain,"clkdlybuf4s50_1 > buf_6 > fa_2 > fa_1 > inv_2 > fa_2 > fa_1 > fa_1 > inv_1 > fa_1 > inv_2 > fa_2 > inv_2 > buf_12",
layout,comb_area,19600,um2
die,rows,172,
layout,stdcell_count,6493,
timing,tns,0,ns
die,core_area,220000,um2
timing,slew_headroom,70.8,%
power_and_ir_drop,peakVddDrop,581,uV
power_and_ir_drop,p_total,26.1,mW
layout,seq_cell_count,0,
global_routing,grt_pass1_wl,194,mm
power_and_ir_drop,p_int,12.7,mW
synth,top_area_share,78.8,%
power_and_ir_drop,p_per_area,639,nW/um2
synth,yosysSeqAreaShare,0,%
timing,finalMaxSlewViolations,0,
synth,synth_cell_types,7,
routing,antenna_left,0,
synth,ys_cells,2197,
power_and_ir_drop,pwr-share-clk,0,%
timing,fin_ws,0.0626,ns
routing,vias_per_cell,2.86,
timing,max_freq,131,MHz
worst_setup_path,cp_slowest_cell,"fa_2",
timing,worst_pin_slew,0.439,ns
layout,fin_util,18.6,%
die,ioPinCount,1216,
synth,syn-instance-count,2197,
timing,post-route-period-util,99.2,%
placed_design,placed_cells,6435,
clock_tree,cts_setup_buffers,0,
die,initCoreUtil,10.8,%
timing,finalHoldViolations,0,
worst_setup_path,end_kind,"output pin",
worst_setup_path,critPathKind,"in2out",
global_routing,grt-ovfl-total,0,
placed_design,hpwl,142,mm
timing,period_needed,7.64,ns
power_and_ir_drop,pwr-share-comb,100.0,%
layout,area_growth,72.2,%
timing,rsz0062_at_grt,"true",
global_routing,grt_pass1_vias,23099,
## routing by layer
layer / vias up / global-route usage (%) / part of all wire (%) / routed length (um)
met5: - / 0 / 0.40 / 577
met1: 9212 / 11.4 / 29 / 41900
met3: 210 / 5.16 / 9.9 / 14200
met2: 1050 / 24.3 / 57 / 81200
li1: 8000 / - / - / -
met4: 90 / 1.68 / 3.5 / 5060
## power groups by stage
stage	clock (mW)	sequential, mW	combinational (mW)
after CTS	0	0	27.9
final	0.00000119	0	26.1
after global routing	0.000000349	0	29.8
## area by class of cell
class / count / share of cell area [%]
Multi-Input combinational cell: 968 / 48.1
Timing Repair Buffer: 1270 / 31.0
Inverter: 1229 / 11.4
Tap cell: 2958 / 9.08
Antenna cell: 68 / 0.417
## placed cells by master, fill, tap and decap left out, types with 30 or more instances in the layout
cell and instances:
inv_1 1065, fa_1 719, clkdlybuf4s50_1 619, dlygate4sd2_1 317, fa_2 213, inv_2 155
dlymetal6s2s_1 139, diode_2 68, clkdlybuf4s15_1 52, clkbuf_2 32, buf_6 30
## what timing repair did
item                                    CTS  global route
hold buffers                              0             0
endpoints found under the setup margin  121            85
gates resized                           846           364
pin swaps                               371           333
## logic make-up (layout without fill, tap and decap cells)
kind of cell               Yosys count  in the layout  share of synthesized area [%]
buffers and inverters             1229           2499                           19.5
adders and majority gates          943            943                           79.4
xor gates and xnor gates            25             25                           1.13
other                                0             68                              0
## worst max-delay path, delay by kind of cell
family     cells  cell delay, ns
buf+inv        7            0.95
fa+ha+maj      7            3.59
## worst paths after layout
kind              endpoint  slack [ns]     from  cells after the start
setup / recovery   SUM[19]        0.06  P12[19]                     14
hold / removal     SUM[28]        3.88  P16[28]                      5
No activity file was given, so power comes from the tool's default toggle rates.

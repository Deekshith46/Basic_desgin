--- design/flow/design.v ---
`timescale 1ns / 1ps
module DPA1(cout,final_sum,a,b,cin,signed_en,negative_flag,overflow_flag,zero_flag);
parameter N=64;
input [N-1:0] a,b;            
input cin,signed_en;
output reg [N-1:0] final_sum; 
output cout;
wire [N-1:0] p , g; 
wire [N:0] c;
wire [N-1:0] sum0 , sum1;
wire [N-1:0] sum;
output reg negative_flag,overflow_flag;
output zero_flag;
assign p = a ^ b;
assign g = a & b;
assign sum0 = p;
assign sum1 = ~(p);
assign c[0] = cin;
genvar i;
generate
for(i = 0; i<N ; i = i+1)
begin:carry_logic    
assign c[i+1] = g[i] |( p[i] & c[i]);
end
endgenerate
assign cout = c[N];
genvar j;
generate
for(j = 0; j<N ; j = j+1)
begin:sum_logic
assign sum[j] = c[j] ? sum1[j] : sum0[j];
end
endgenerate
always@(*)
begin
    if(signed_en && sum[N-1])
    begin
        final_sum = ~(sum[N-1:0])+1;
        negative_flag = signed_en ? sum[N-1] : 1'b0;
        overflow_flag = (a[N-1] & b[N-1] & (~(final_sum[N-1])) |(~(a[N-1])) & (~(b[N-1])) & final_sum[N-1]);
    end
    else
    begin
        final_sum = sum[N-1:0];
        negative_flag = 0;
        overflow_flag = cout;
    end
end
 assign zero_flag = final_sum == 0;
endmodule
`timescale 1ns /1ps
module sub #(parameter WIDTH =32)
(
input [WIDTH-1:0] a,
input [WIDTH-1:0] b,
input cin,
input signed_en,
output  [WIDTH-1:0] final_out,
output cout,
output zero_flag,
output negative_flag,
output overflow_flag
);
wire [WIDTH-1:0] b_ext ;
assign b_ext = ~b ;
DPA1 #(.N(WIDTH))  subreuse(.a(a),
               .b(b_ext),
               .cin(cin),
               .signed_en(signed_en),
               .final_sum(final_out),
               .cout(cout),
               .zero_flag(zero_flag),
               .negative_flag(negative_flag),
               .overflow_flag(overflow_flag));
endmodule
--- design/flow/run.sh ---
#!/bin/bash
# OpenROAD 26Q1-2900-gdf79404cd8, Yosys 0.63+post, stock flow scripts
make -C /OpenROAD-flow-scripts/flow DESIGN_CONFIG=/design/flow/config.mk WORK_HOME=/design/flow/orfs finish
--- design/flow/config.mk ---
export PLATFORM = sky130hd
export DESIGN_NAME = sub
export DESIGN_NICKNAME = sub
export VERILOG_FILES = /design/flow/design.v
export SDC_FILE = /design/flow/constraint.sdc
export NUM_CORES = 4
export LEC_CHECK = 1
export CORE_AREA = 10 10 110 110
export DIE_AREA = 0 0 120 120
--- design/flow/constraint.sdc ---
current_design sub

set clk_period 28.6
set clk_io_pct 0.2

create_clock -name clk0 -period $clk_period

set non_clock_inputs [all_inputs -no_clocks]
set_input_delay [expr $clk_period * $clk_io_pct] -clock clk0 $non_clock_inputs
set_output_delay [expr $clk_period * $clk_io_pct] -clock clk0 [all_outputs]
==> flow.log <==
[report] extracting results
[metrics] placed standard-cell area: 3050 sq um
[metrics] xor/xnor cell area share of the yosys netlist: 0.133
[metrics] cell area after synthesis: between 1500 and 2000 sq um
[metrics] Post-Place Worst Slack: 1420 ps
[metrics] fraction of post-synthesis cell area in the top cell type by area: 0.335
[metrics] tally of clock buffers in the finished layout: 0
[metrics] slew of the pin with the lowest slew margin: 921 ps
[metrics] Worst Setup End Kind: output pin
[metrics] num rows: 36
[metrics] global-route wire length before repair: just over 10 mm
[metrics] result of the run: completed
[metrics] Resized cells post-CTS: 0
[metrics] distinct cell type count after synthesis: 45
[metrics] total I/O pin count: 102
[metrics] share of synthesized area spent on multiplexers: 0.0157
[metrics] sequential cell area in the final layout: 0 sq um
[metrics] routed vias: 1939
[metrics] layout overhead on the synthesized area: 59.6%
[metrics] Final TNS setup: 0 ps
[metrics] final weighted congestion in routability-driven placement: 0.812
[metrics] Initial DRT Pass Iterations: 4
[metrics] wire per inst: 14.0 um
[metrics] Min-Delay Path Class: input port to output pin
[metrics] required time reported for the critical path endpoint: 22880 ps
[metrics] Chip Height: 120 um
[metrics] top cells, area: sky130_fd_sc_hd__fa_1 33%, sky130_fd_sc_hd__inv_1 7.8%, sky130_fd_sc_hd__xor2_1 7.3%
[metrics] largest net degree at the start of global routing: 29
[metrics] sequential cell area fraction in the yosys report: 0
[metrics] design area: 3050 sq um
[metrics] total die size: 14400 sq um
[metrics] post-synthesis share of cell area spent on and, or, nand and nor gates: 0.230
[metrics] data arrival at the endpoint of the critical path: 21380 ps
[metrics] final tally of max-slew violations: 0
[metrics] Comb area: ~1700 sq um
[metrics] initial DRC count: 125
[metrics] family of cells with the greatest summed delay on the critical path: adder cells
[metrics] count of hold buffers inserted by post-cts repair: 0
[metrics] CP Buf/Inv Count: 5
[metrics] count of final hold-check violations: 0
[metrics] initial antenna violation count: 0
[metrics] crit share post-route: 0.948
[metrics] share of layout cells above drive strength 1: 0.0398
[metrics] total of warnings raised by yosys: 1
[metrics] final HPWL from detailed placement: ~5.8 mm
[metrics] global router's overall resource usage: 0.0882
[metrics] Floorplan Core Area: 9770 sq um
[metrics] routed via count divided by cell count: around 4.2
[metrics] number of setup violations in the final report: 0
[metrics] launching instance or port of the critical path: b[0]
[metrics] endpoint of the worst setup timing path: zero_flag
[metrics] Fmax achieved: 36.9 MHz
[metrics] Slew HR: 0.385
[metrics] Core Util, Final: 0.312
[metrics] setup slack of the critical path after layout: 1500 ps
[metrics] total congestion overflow after global routing: 0
[metrics] total design power: 0.000101 W
[metrics] delay of the slowest cell on the worst path: 560 ps
[metrics] category of the worst setup path launch point: input port
[metrics] largest fanout on the critical path: 28
[metrics] Post-Route WL: 6.46 mm
[metrics] IO buf count: around 100
[metrics] largest combinational cell category by area: adder cells
[metrics] via count of the first global-routing pass: roughly 2000
[metrics] Top cell by count, worst path: sky130_fd_sc_hd__fa_1
[metrics] OpenROAD warning count: 34
[metrics] Filler Cells Inserted: ~1000
[metrics] count of antenna diodes in the layout: 0
[metrics] worst setup path class: input port to output pin
[metrics] post-route ant nets: 0
[metrics] Final Critical Period: 27100 ps
[metrics] width of the chip: ~120 um
[metrics] most area-hungry cell type in the Yosys netlist: sky130_fd_sc_hd__fa_1
[metrics] number of setup buffers added after CTS: 0
[metrics] setup repair after global routing missed its margin: false
[metrics] Critical Path Stages: 44
[metrics] number of cells in the yosys synthesis report: about 230
[metrics] worst voltage drop across the vdd grid: 0.0108 mV
[metrics] max cap viols: 0
[metrics] synthesis area per yosys: 1910 sq um
[metrics] Floorplan Utilization: 0.196
[metrics] number of flip-flops and latches: 0
[metrics] average instance area after synthesis: around 8.2 sq um
[metrics] Compound Share, Synth: 0.160
[metrics] cell with the biggest individual delay on the critical path: sky130_fd_sc_hd__inv_1
[metrics] pwr/cell area: 33.1 nW/um^2
[metrics] post-synthesis adder-cell area fraction: 0.354
[metrics] gate count of the mapped netlist: 234
[metrics] leakage power summed over all cells: 1.21 nW
[metrics] number of design rule violations left after detail routing: 0
-- worst min-delay path by stage --
stage | from | to | cells past startpoint
finish | signed_en | final_out[31] | 3
CTS | signed_en | final_out[31] | 3
global route | signed_en | final_out[31] | 3
-- per-stage QoR --
| stage | std cells | hold WS (ps) |
|---|---|---|
| after floorplan | 234 | 11490 |
| after global placement | 460 | 12550 |
| after detailed placement | 460 | 12540 |
| after CTS | 460 | 12540 |
| after global routing | 460 | 12560 |
| final | 460 | 12520 |
-- cell usage in the layout (no fill, tap or decap), types with 2 or more instances in the layout --
| cell type | instances |
|---|---|
| sky130_fd_sc_hd__nor4_2 | 2 |
| sky130_fd_sc_hd__a41oi_1 | 2 |
| sky130_fd_sc_hd__clkdlybuf4s50_1 | 102 |
| sky130_fd_sc_hd__ha_1 | 3 |
| sky130_fd_sc_hd__fa_1 | 32 |
| sky130_fd_sc_hd__nor2_1 | 21 |
| sky130_fd_sc_hd__or3_1 | 5 |
| sky130_fd_sc_hd__nand2_1 | 14 |
| sky130_fd_sc_hd__xnor2_1 | 13 |
| sky130_fd_sc_hd__nand4_2 | 2 |
| sky130_fd_sc_hd__or4_4 | 3 |
| sky130_fd_sc_hd__xor2_1 | 16 |
| sky130_fd_sc_hd__nand3b_1 | 3 |
| sky130_fd_sc_hd__nand3_1 | 3 |
| sky130_fd_sc_hd__o31ai_1 | 3 |
| sky130_fd_sc_hd__inv_1 | 40 |
| sky130_fd_sc_hd__nor4_1 | 3 |
| sky130_fd_sc_hd__a21oi_1 | 8 |
| sky130_fd_sc_hd__nor3_1 | 10 |
| sky130_fd_sc_hd__o21ai_0 | 13 |
| sky130_fd_sc_hd__mux2i_1 | 3 |
| sky130_fd_sc_hd__o41ai_1 | 4 |
-- area by class of cell --
type                            instances  area share
Inverter                               40      0.0492
Multi-Input combinational cell        184       0.559
Tap cell                              133      0.0545
Timing Repair Buffer                  103       0.337
-- where the power goes --
part | switching (W) | total (W) | leakage (nW) | internal (W)
registers | 0 | 0 | 0 | 0
logic | 0.0000438 | 0.000101 | 1.21 | 0.0000573
clock network | 0 | 0 | 0 | 0
-- cells by family (layout without fill, tap and decap cells) --
kind of cell	count (synthesis)	in the layout
buffers and inverters	50	143
AND/OR/NAND/NOR	74	74
adder cells (fa/ha/maj)	35	35
AND-OR/OR-AND	43	43
XOR/XNOR	29	29
multiplexers	3	3
-- per-layer routing --
metal | routed length, um | part of all wire | global-route usage | up-vias
met5 | 0 | 0 | 0 | -
met4 | 18 | 0.0028 | 0.00226 | 0
met3 | 549 | 0.085 | 0.0286 | 2
met2 | 3110 | 0.48 | 0.144 | 59
met1 | 2780 | 0.43 | 0.119 | 901
li1 | - | - | - | 977
-- synth_stat cells, types with 2 or more instances --
cell type and number:
sky130_fd_sc_hd__fa_1 32, sky130_fd_sc_hd__ha_1 3, sky130_fd_sc_hd__o41ai_1 4, sky130_fd_sc_hd__nand2_1 14, sky130_fd_sc_hd__xnor2_1 13, sky130_fd_sc_hd__nor4_2 2, sky130_fd_sc_hd__inv_1 40, sky130_fd_sc_hd__a21oi_1 8
sky130_fd_sc_hd__xor2_1 16, sky130_fd_sc_hd__nand3_1 3, sky130_fd_sc_hd__clkbuf_1 6, sky130_fd_sc_hd__nand3b_1 3, sky130_fd_sc_hd__o21ai_0 13, sky130_fd_sc_hd__nor2_1 21, sky130_fd_sc_hd__buf_6 2, sky130_fd_sc_hd__mux2i_1 3
sky130_fd_sc_hd__nand4_2 2, sky130_fd_sc_hd__or3_1 5, sky130_fd_sc_hd__or4_4 3, sky130_fd_sc_hd__buf_2 2, sky130_fd_sc_hd__nor3_1 10, sky130_fd_sc_hd__a41oi_1 2, sky130_fd_sc_hd__o31ai_1 3, sky130_fd_sc_hd__nor4_1 3
Power and IR drop assume default switching activity.
